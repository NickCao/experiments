==> ./design.v <==
module adder (
input [3 : 0] a, 
input [3 : 0] b, 
input c0,
output [3 : 0] f, 
output c4
);
seq_adder s1(a, b, c0, f, c4);
endmodule
module seq_adder(
input [3 : 0] a, 
input [3 : 0] b, 
input c0, 
output [3 : 0] f, 
output c4
);
wire [4 : 0] c;
assign c[0] = c0;
assign c4 = c[4];
full_adder fa1(a[0], b[0], c[0], f[0], c[1]);
full_adder fa2(a[1], b[1], c[1], f[1], c[2]);
full_adder fa3(a[2], b[2], c[2], f[2], c[3]);
full_adder fa4(a[3], b[3], c[3], f[3], c[4]);
endmodule
module fast_adder (
input [3 : 0] a, 
input [3 : 0] b,
input c0, 
output [3 : 0] f,
output c4
);
wire [4 : 0] c;
wire [3 : 0] p;
wire [3 : 0] g;
assign c4 = c[4];
assign g[0] = a[0] & b[0];
assign g[1] = a[1] & b[1];
assign g[2] = a[2] & b[2];
assign g[3] = a[3] & b[3];
assign p[0] = a[0] | b[0];
assign p[1] = a[1] | b[1];
assign p[2] = a[2] | b[2];
assign p[3] = a[3] | b[3];
assign c[0] = c0;
assign c[1] = g[0] | (p[0] & c[0]);
assign c[2] = g[1] | (p[1] & c[1]);
assign c[3] = g[2] | (p[2] & c[2]);
assign c[4] = g[3] | (p[3] & c[3]);
full_adder fa1(a[0], b[0], c[0], f[0]);
full_adder fa2(a[1], b[1], c[1], f[1]);
full_adder fa3(a[2], b[2], c[2], f[2]);
full_adder fa4(a[3], b[3], c[3], f[3]);
endmodule
module half_adder (
input a, 
input b, 
output f, 
output c
);
assign f = a ^ b;
assign c = a & b;
endmodule
module full_adder (
input a, 
input b, 
input c0, 
output f, 
output c
);
wire f0;
wire cx;
wire cy;
half_adder ha1(a, b, f0, cx);
half_adder ha2(f0, c0, f, cy);
assign c = cx | cy;
endmodule
==> ./run.sh <==
#!/bin/bash
# OpenROAD 26Q1-2900-gdf79404cd8, Yosys 0.63+post, stock flow scripts
make -C /OpenROAD-flow-scripts/flow DESIGN_CONFIG=/design/flow/config.mk WORK_HOME=/design/flow/orfs finish
==> ./config.mk <==
export PLATFORM = sky130hd
export DESIGN_NAME = adder
export DESIGN_NICKNAME = adder
export VERILOG_FILES = /design/flow/design.v
export SDC_FILE = /design/flow/constraint.sdc
export NUM_CORES = 4
export LEC_CHECK = 1
export CORE_AREA = 10 10 70 70
export DIE_AREA = 0 0 80 80
==> ./constraint.sdc <==
current_design adder

set clk_period 5.0
set clk_io_pct 0.2

create_clock -name clk0 -period $clk_period

set non_clock_inputs [all_inputs -no_clocks]
set_input_delay [expr $clk_period * $clk_io_pct] -clock clk0 $non_clock_inputs
set_output_delay [expr $clk_period * $clk_io_pct] -clock clk0 [all_outputs]
==> notes.md <==
Flow results.

- The summed area of non-filler cells in the final layout is 315 um2.
- The OpenROAD report gives the critical path a required time of 4.00 ns.
- After layout, the worst setup slack is 0.558 ns.
- The first global-routing pass estimated 621 um of wire.
- The max-capacitance violation count is 0.
- In the final report, the number of hold violations comes to 0.
- The maximum ir drop on the vdd rail is 0.0278 mV.
- The worst slack at placement is 0.527 ns.
- The flow reported a cell area power density of 88.7 mW/mm2.
- The uppermost signal routing layer after detailed routing is met3.
- In the final layout, the clock buffer count is 0.
- The area of the core is 0.00342 mm2.
- The count of nets left with antenna violations once routing finished came out at 0.
- Setup repair after global routing left no endpoint under its margin.
- The number of warnings reported in the stage logs is 32.
- The script extracted a total leakage power of 0.000137 uW.
- The maximum number of pins on one net before global-route repair is 2.
- Broken down by cell family, the worst path's largest delay share belongs to adder cells.
- The number of global-route vias before repair was 141.
- The run finished with clean final reports.
- The fraction of the core area covered by cells at the end of the flow is 0.0923.
- The largest fanout of any net on the critical path is 1.
- Measured along the y axis, the die boundary spans 80 um.
- The sum of routed wire segments on met1 is 213 um.
- The worst setup path is launched from an input pin.
- The total of hold buffers inserted after clock tree synthesis is 0.
- The area added between synthesis and finish is 114%.
- Once placement finished, the instance area stood at 315 um2.
- The critical path start-end classification is in2out.
- The tightest min-delay check is of the in2out type.
- The stat command in Yosys gives a chip area of 148 um2.
- The total routing resource utilization after global routing is 0.0123.
- Per the log, the first TritonRoute iteration ended with a DRC count of 0.
- The arrival time of data at the worst endpoint is listed as 3.44 ns.
- In the Yosys report the total cell count is 18.
- The count of unresolved DRC violations after routing is 0.
- Per the detail_route report, inserted antenna diodes total 0.
- The last weighted congestion value of the routability-driven placer is 0.773.
- The netlist uses 3 different library cells.
- The relative max-transition margin is 0.931.
- Per the final layout report, the fraction of cells sized above drive strength 1 comes to 0.
- The critical path's largest stage delay is 0.46 ns.
- In the final report, the number of pins over their slew limit comes to 0.
- The sort of element at the end of the critical path is a primary output.
- Per STA, the worst path is made up of clkdlybuf4s50_1 > inv_1 > fa_1 > inv_1 > fa_1 > fa_1 > inv_1 > fa_1 > inv_1 > clkdlybuf4s50_1.
- The final setup violation count is 0.
- On the critical path, the stage with the largest delay is an instance of sky130_fd_sc_hd__clkdlybuf4s50_1.
- The synthesis log from Yosys contains 0 warnings.
- Leaving out fill and tap cells, the most frequent cell in the layout is sky130_fd_sc_hd__clkdlybuf4s50_1.
- The share of the Yosys chip area taken by registers is 0.
- The report lists the number of standard-cell rows as 21.
- During placement, the flow inserted port buffers numbering 14.
- Wire segments on met3 add up to 119 um in the final route.
- Post-route period utilization is reported as 0.888.
- The area of the chip is 0.00640 mm2.
- The post-detailed-routing wire length is 405 um.
- After clock tree synthesis, the repair step resized 0 gates.
- Per the detail_route log, met2 wirelength is 73 um.
- The slew of the pin with the lowest slew margin is 0.103 ns.
- The flop count is 0.
- In the layout the commonest cells are sky130_fd_sc_hd__clkdlybuf4s50_1 (14), sky130_fd_sc_hd__inv_1 (10), sky130_fd_sc_hd__fa_1 (4).
- In this run the post-CTS setup repair buffer count came out at 0.
- The width of the die is 80 um.
- The maximum clock frequency is 225 MHz.
- The mapped netlist covers 148 um2.
- For this block, the via count after detailed routing is 118.
- The floorplan report gives the top-level pin count as 14.
- Per the post-run analysis, buffers plus inverters along the critical path come to 6.
- The overall power is 28.0 uW.
- The total grt overflow is 0.
- The area occupied by registers is 0 um2.
- Synthesis handed over a netlist of 18 instances.
- The average instance in the mapped netlist occupies 8.20 um2.
- The initial antenna violation count came to 0.
- The per-cell routed wire length is 5.47 um.
- The sum of negative setup slack is 0 ns.
- According to the dpl log, the detail-placed design has an HPWL of 389 um.
- In the routed layout, each cell is associated on average with a via count of 1.59.
- The share of the core area taken by cells at floorplan is 0.0432.
- The post-layout minimum cycle time is 4.44 ns.
- The iteration count of the initial detailed-routing pass is 1.
==> cell type report <==
type,instances,area (um2)
timing repair buffer,14,140
fill,398,3100
tap,46,57.6
inverter,10,37.5
multi-input combinational,4,80.1
==> Yosys cell counts <==
library cell | count | area [um2]
sky130_fd_sc_hd__inv_1 | 10 | 37.5
sky130_fd_sc_hd__fa_1 | 4 | 80.1
sky130_fd_sc_hd__buf_4 | 4 | 30.0
==> metal layers <==
layer,global-route usage,vias up
met3,0.0102,0
met1,0.0187,44
met4,0,0
li1,-,60
met5,0,-
met2,0.0128,14
==> worst paths after layout <==
path                  startpoint   end  slack, ns  cells after the start
worst max-delay path        a[0]  f[3]       0.56                     10
worst min-delay path          c0  f[0]       3.03                      5
==> kinds of logic after synthesis <==
group,count (synthesis),synth area share
buf+inv,14,0.458
fa+ha+maj,4,0.542
==> where the power goes <==
group / switching, uW / internal (uW)
clock network: 0 / 0
registers: 0 / 0
logic: 7.69 / 20.3
==> worst min-delay path: stages <==
cell                              delay (ns)
sky130_fd_sc_hd__clkdlybuf4s50_1        0.39
sky130_fd_sc_hd__inv_1                  0.06
sky130_fd_sc_hd__fa_1                   0.15
sky130_fd_sc_hd__inv_1                  0.04
sky130_fd_sc_hd__clkdlybuf4s50_1        0.39
==> metrics by stage <==
stage,hold WS [ns],std cells
6_report,3.03,74
5_1_grt,3.10,74
2_1_floorplan,2.22,18
3_5_place_dp,3.04,74
3_3_place_gp,3.04,74
4_1_cts,3.03,74
No activity file was given, so power comes from the tool's default toggle rates.
